==> design/flow/design.v <==
module sevenSegment(input clk_100MHz,                
    input [15:0] temp_data,           
    output reg [6:0] SEG,            
    output reg [7:0] AN,             
    output reg dp
    );
    reg [3:0] first;   
    reg [3:0] second;  
    reg [3:0] third;  
    reg [3:0] fourth;  
    reg [3:0] fifth;  
    reg [3:0] sixth;  
    reg [3:0] seventh;  
    reg [3:0] seg;
    reg [17:0] Counter=0;
    always@(posedge clk_100MHz)
    begin
    Counter<=Counter+1;
    end
   always @ (*)
begin
    case(seg)
    0 : SEG = 7'b1000000;  
    1 : SEG = 7'b1111001;  
    2 : SEG = 7'b0100100;  
    3 : SEG = 7'b0110000;  
    4 : SEG = 7'b0011001;  
    5 : SEG = 7'b0010010;  
    6 : SEG = 7'b0000010;  
    7 : SEG = 7'b1111000;  
    8 : SEG = 7'b0000000;  
    9 : SEG = 7'b0011000;  
    10: SEG = 7'b0001000;  
    11: SEG = 7'b0000011;  
    12: SEG = 7'b1000110;  
    13: SEG = 7'b0100001;  
    14: SEG = 7'b0000110;  
    15: SEG = 7'b0001110;  
    endcase
    sixth = temp_data[15:7] / 10;            
    fifth = temp_data[15:7] % 10; 
case (temp_data[6:3])
4'b0000: begin first  <= 4'b0000;
               second <= 4'b0000;
               third  <= 4'b0000;
               fourth <= 4'b0000;end
4'b0001: begin first  <= 4'b0101;
               second <= 4'b0010;
               third  <= 4'b0110;
               fourth <= 4'b0000;end
4'b0010: begin first  <= 4'b0000;
               second <= 4'b0101;
               third  <= 4'b0010;
               fourth <= 4'b0001;end
4'b0011: begin first  <= 4'b0101;
               second <= 4'b0111;
               third  <= 4'b1000;
               fourth <= 4'b0001;end
4'b0100: begin first  <= 4'b0000;
               second <= 4'b0000;
               third  <= 4'b0101;
               fourth <= 4'b0010;end
4'b0101: begin first  <= 4'b0101;
               second <= 4'b0010;
               third  <= 4'b0001;
               fourth <= 4'b0011;end
4'b0110: begin first  <= 4'b0000;
               second <= 4'b0101;
               third  <= 4'b0111;
               fourth <= 4'b0011;end
4'b0111: begin first  <= 4'b0101;
               second <= 4'b0111;
               third  <= 4'b0011;
               fourth <= 4'b0100;end
4'b1000: begin first  <= 4'b0000;
               second <= 4'b0000;
               third  <= 4'b0000;
               fourth <= 4'b0101;end               
4'b1001: begin first  <= 4'b0101;
               second <= 4'b0010;
               third  <= 4'b0110;
               fourth <= 4'b0101;end
4'b1010: begin first  <= 4'b0000;
               second <= 4'b0101;
               third  <= 4'b0010;
               fourth <= 4'b0110;end
4'b1011: begin first  <= 4'b0101;
               second <= 4'b0111;
               third  <= 4'b1000;
               fourth <= 4'b0110;end
4'b1100: begin first  <= 4'b0000;
               second <= 4'b0000;
               third  <= 4'b0101;
               fourth <= 4'b0111;end
4'b1101: begin first  <= 4'b0101;
               second <= 4'b0010;
               third  <= 4'b0001;
               fourth <= 4'b1000;end
4'b1110: begin first  <= 4'b0000;
               second <= 4'b0101;
               third  <= 4'b0111;
               fourth <= 4'b1000;end
4'b1111: begin first  <= 4'b0101;
               second <= 4'b0111;
               third  <= 4'b0011;
               fourth <= 4'b1001;end
default: begin first  <= 4'b0000;
               second <= 4'b0000;
               third  <= 4'b0000;
               fourth <= 4'b0000;end
   endcase
end 
    always @ (*)
begin
    case (Counter[17:15])
    3'b000: begin
                seg <= first;
                AN <= 8'b11111110;
                dp <= 1'b1;
            end
    3'b001: begin
                seg <= second;
                AN <= 8'b11111101;
                dp <= 1'b1;
            end
    3'b010: begin
                seg <= third;
                AN <= 8'b11111011;
                dp <= 1'b1;
            end
    3'b011: begin
                seg <= fourth;
                AN <= 8'b11110111;
                dp <= 1'b1;
            end
    3'b100: begin
                seg <= fifth;
                AN <= 8'b11101111;
                dp <= 1'b0;
           end
    3'b101: begin
                seg <= sixth;
                AN <= 8'b11011111;
                dp <= 1'b1;
           end
    default: begin AN <=8'b11111111; dp <= 1'b1;end
    endcase
end
endmodule
==> design/flow/run.sh <==
#!/bin/bash
# OpenROAD 26Q1-2900-gdf79404cd8, Yosys 0.63+post, stock flow scripts
make -C /OpenROAD-flow-scripts/flow DESIGN_CONFIG=/design/flow/config.mk WORK_HOME=/design/flow/orfs finish
==> design/flow/config.mk <==
export PLATFORM = sky130hd
export DESIGN_NAME = sevenSegment
export DESIGN_NICKNAME = sevenSegment
export VERILOG_FILES = /design/flow/design.v
export SDC_FILE = /design/flow/constraint.sdc
export NUM_CORES = 4
export LEC_CHECK = 1
export CORE_AREA = 10 10 110 110
export DIE_AREA = 0 0 120 120
==> design/flow/constraint.sdc <==
current_design sevenSegment

set clk_period 3.4
set clk_io_pct 0.2

create_clock -name clk0 -period $clk_period [get_ports {clk_100MHz}]

set non_clock_inputs [all_inputs -no_clocks]
set_input_delay [expr $clk_period * $clk_io_pct] -clock clk0 $non_clock_inputs
set_output_delay [expr $clk_period * $clk_io_pct] -clock clk0 [all_outputs]
==> flow_metrics.tcl <==
# metrics dict for downstream scripts
set metrics [dict create \
    area_fraction_in_and_or_nand_and_nor_cells_after_synthesis_pct 25.2 \
    antenna_cells 0 \
    ys_types 78 \
    crit-reg2reg-capture "Counter[17]$_DFF_P_" \
    postRouteAntennaNets 0 \
    timing.setup.critical_path_class "flop to output pin" \
    clock-skew-final_ns 0.00212 \
    via_count_of_the_routed_design 2113 \
    synth_cells 293 \
    postPlaceCellArea_sq_mm 0.00259 \
    measured_slew_at_the_worst_slew_check_pin_ns 0.601 \
    global_route_total_overflow 0 \
    global_route.usage.total_pct 7.11 \
    worstHoldEndpoint "Counter[6]$_DFF_P_" \
    number_of_global_route_vias_before_repair 2056 \
    globalRouteMet1Util_pct 9.38 \
    design.core.area_sq_mm 0.00977 \
    critical_path.max_stage_delay_ns 0.63 \
    worst_setup_hold_path_clk_slew_ns 0.07 \
    cts_hold_buffers 0 \
    cts_tree "yes" \
    hold_path_class "flop to flop" \
    r2r.worst_path.cells 7 \
    regToRegStartpoint "Counter[2]$_DFF_P_" \
    achievable-frequency_mhz 426 \
    post_synth_main_logic_family "AND-OR/OR-AND gates" \
    postLayoutCellArea_sq_mm 0.00265 \
    tool_warnings 35 \
    fraction_of_final_layout_cells_with_drive_strength_greater_than_1_pct 6.17 \
    timing.final.crit_period_ns 2.35 \
    initial_standard_cell_utilization_of_the_core_pct 22.9 \
    irDropWorstVdd_uv 277 \
    drt-initial-drc-count 79 \
    leakage_nw 0.950 \
    tritoncts.num_buffers 3 \
    crit_required_ns 2.72 \
    portBuffers 27 \
    compound_area_share_pct 30.2 \
    timing.hold.worst.start "Counter[6]$_DFF_P_" \
    rsz0062_at_grt "no" \
    max-cap-violations 0 \
    crit_path_end_kind "output pin" \
    io_pins 33 \
    final-hold-violation-count 0 \
    critical_path_data_arrival_time_ns 1.67 \
    maxSlewViolCount 0 \
    finalWeightedCongestion 0.907 \
    top_area_share_pct 16.1 \
    synth_area_per_cell_sq_um 7.63 \
    reg2reg_setup_slack_ns 1.47 \
    max_slew_margin_pct 59.7 \
    final.setup.tns_ns 0 \
    grt_max_degree 17 \
    die.size.y_microns 120 \
    power_per_cell_area_mw_per_mm2 243 \
    timing.hold.worst_path_depth 1 \
    postRouteWirelength_microns 5210 \
    via_per_inst 4.79 \
    clock_h_tree_levels 1 \
    grt_pass1_wl_microns 9070 \
    antenna_found_initial 0 \
    global_route.peak_usage_layer "met2" \
    edf_count 0 \
    worst_hold_slack_ns 0.451 \
    ctsRootBufferMaster "sky130_fd_sc_hd__clkbuf_8" \
    synth.area.top_cells "sky130_fd_sc_hd__dfxtp_1, sky130_fd_sc_hd__ha_1, sky130_fd_sc_hd__xnor2_1" \
    post-route-period-util_pct 69.0 \
    die_area_sq_mm 0.0144 \
    yosys_warnings 1 \
    synth-adder-area-share_pct 7.61 \
    drt_first_pass_iters 4 \
    cp-start-kind "flop" \
    post_cts_resized 0 \
    core.rowCount 36 \
    clk-insertion-delay-late_ns 0.25 \
    post_cts_buffers 0 \
    register_pins_left_without_a_clock 4 \
    synth-area-yosys_sq_mm 0.00224 \
    ys_cells 293 \
    setup-violations-final 0 \
    floorplan.die.width_microns 120 \
    postSynth.asyncResetShare_pct 0 \
    run_status "finished, final reports clean" \
    mux_share_of_area_pct 2.52 \
    endpoints_left_unconstrained 11 \
    groute.layer.met2.usage_pct 12.2 \
    path_max_fanout 16 \
    synth_flop_count 22 \
    flow.area_growth_from_synthesis_pct 18.4 \
    post_drt_wl_per_cell_microns 11.8 \
    grt.met3_usage_pct 0.762 \
    timing.critical_path.cells "and3_1 > inv_1 > clkdlybuf4s50_1" \
    yosys.area.top_type "sky130_fd_sc_hd__dfxtp_1" \
    drt_drc_violations_left 0 \
    mappedNetlistArea_sq_mm 0.00224 \
    ff_type "sky130_fd_sc_hd__dfxtp_1" \
    dp_hpwl_microns 4050 \
    synth-xor-area-share_pct 8.56 \
    cts-root-to-sink-buffers 2 \
    cpMaxStageDelayCell "sky130_fd_sc_hd__dfxtp_1" \
]
==> per-stage QoR <==
stage | utilization [%] | std cells | total power, mW | worst slack (ns)
5_1_grt | 27.1 | 441 | 0.690 | 0.943
3_3_place_gp | 26.5 | 437 | 0.477 | 1.31
2_1_floorplan | - | 294 | 0.426 | 1.72
4_1_cts | 27.1 | 441 | 0.650 | 1.03
3_5_place_dp | 26.5 | 437 | 0.477 | 1.33
6_report | 27.1 | 441 | 0.644 | 1.05
==> flip-flops by register name, summed over array words and instances, names as in the netlist <==
register,count
Counter,18
seg,4
==> worst max-delay path, delay by kind of cell, from the launching register on <==
kind,cells,cell delay [ns]
buffers and inverters,2,0.49
AND/OR/NAND/NOR,1,0.29
flip-flops,1,0.63
==> power by group <==
part           total (mW)  internal, mW  switching [mW]  leakage (nW)
Clock               0.169         0.103          0.0665        0.0288
Sequential          0.212         0.212               0         0.177
Combinational       0.262         0.110           0.152         0.744
==> per-layer routing <==
| metal | routed length, microns | up-vias |
|---|---|---|
| li1 | - | 1111 |
| met1 | 2500 | 942 |
| met2 | 2440 | 51 |
| met3 | 170 | 9 |
| met4 | 95 | 0 |
| met5 | 0 | - |
==> synth_stat cells (2+ instances only) <==
cell,count
sky130_fd_sc_hd__nor2_1,22
sky130_fd_sc_hd__clkbuf_1,10
sky130_fd_sc_hd__a21oi_1,16
sky130_fd_sc_hd__ha_1,12
sky130_fd_sc_hd__inv_1,17
sky130_fd_sc_hd__xor2_1,5
sky130_fd_sc_hd__or3b_1,2
sky130_fd_sc_hd__nand4_1,7
sky130_fd_sc_hd__o22ai_1,2
sky130_fd_sc_hd__nor4_1,2
sky130_fd_sc_hd__o21ai_1,3
sky130_fd_sc_hd__o21ai_0,9
sky130_fd_sc_hd__mux2i_1,3
sky130_fd_sc_hd__o32ai_1,4
sky130_fd_sc_hd__a221oi_1,2
sky130_fd_sc_hd__nand3_1,14
sky130_fd_sc_hd__o31ai_1,4
sky130_fd_sc_hd__nand3b_1,4
sky130_fd_sc_hd__buf_4,2
sky130_fd_sc_hd__nor2b_1,6
sky130_fd_sc_hd__a22o_1,2
sky130_fd_sc_hd__dfxtp_1,18
sky130_fd_sc_hd__and3_1,5
sky130_fd_sc_hd__a21o_1,4
sky130_fd_sc_hd__nand2_1,19
sky130_fd_sc_hd__maj3_1,2
sky130_fd_sc_hd__o211ai_2,2
sky130_fd_sc_hd__or3_1,2
sky130_fd_sc_hd__o2111ai_1,2
sky130_fd_sc_hd__o31a_1,2
sky130_fd_sc_hd__nand2b_1,4
sky130_fd_sc_hd__a211oi_1,7
sky130_fd_sc_hd__o22a_1,2
sky130_fd_sc_hd__and2_1,3
sky130_fd_sc_hd__nor3_1,6
sky130_fd_sc_hd__dlxtn_1,4
sky130_fd_sc_hd__xnor2_1,15
sky130_fd_sc_hd__o211ai_1,3
sky130_fd_sc_hd__buf_2,4
sky130_fd_sc_hd__nor3b_1,3
==> cells by family (layout without fill, tap and decap cells) <==
kind of cell             Yosys count  in the layout
AND-OR/OR-AND                     87             87
XOR/XNOR                          21             21
adder cells (fa/ha/maj)           14             14
buffers and inverters             36             50
flip-flops                        18             18
latches                            4              4
multiplexers                       5              5
other                              1              2
AND/OR/NAND/NOR                  107            107
==> layout by cell type, fill, tap and decap left out, types with 3 or more instances in the layout <==
cell | synthesis | layout
sky130_fd_sc_hd__dfxtp_1 | 18 | 18
sky130_fd_sc_hd__a21o_1 | 4 | 4
sky130_fd_sc_hd__o211ai_1 | 3 | 3
sky130_fd_sc_hd__nand3b_1 | 4 | 4
sky130_fd_sc_hd__nor3b_1 | 3 | 3
sky130_fd_sc_hd__xnor2_1 | 15 | 15
sky130_fd_sc_hd__and3_1 | 5 | 5
sky130_fd_sc_hd__nand2b_1 | 4 | 4
sky130_fd_sc_hd__a211oi_1 | 7 | 7
sky130_fd_sc_hd__a21oi_1 | 16 | 16
sky130_fd_sc_hd__nand2_1 | 19 | 19
sky130_fd_sc_hd__nand4_1 | 7 | 7
sky130_fd_sc_hd__o21ai_0 | 9 | 9
sky130_fd_sc_hd__o32ai_1 | 4 | 4
sky130_fd_sc_hd__ha_1 | 12 | 12
sky130_fd_sc_hd__and2_1 | 3 | 3
sky130_fd_sc_hd__nor3_1 | 6 | 6
sky130_fd_sc_hd__nor2b_1 | 6 | 6
sky130_fd_sc_hd__inv_1 | 17 | 17
sky130_fd_sc_hd__o31ai_1 | 4 | 4
sky130_fd_sc_hd__xor2_1 | 5 | 5
sky130_fd_sc_hd__nand3_1 | 14 | 14
sky130_fd_sc_hd__dlxtn_1 | 4 | 4
sky130_fd_sc_hd__clkdlybuf4s50_1 | 0 | 27
sky130_fd_sc_hd__o21ai_1 | 3 | 3
sky130_fd_sc_hd__clkbuf_8 | 0 | 4
sky130_fd_sc_hd__nor2_1 | 22 | 22
sky130_fd_sc_hd__mux2i_1 | 3 | 3
==> worst max-delay path by stage <==
stage / startpoint / to / slack, ns
CTS: Counter[15]$_DFF_P_ / AN[5] / 1.03
global route: Counter[15]$_DFF_P_ / AN[5] / 0.94
finish: Counter[15]$_DFF_P_ / AN[5] / 1.05
==> cell type report <==
type / instances / area [sq um]
Clock buffer: 4 / 55.1
Multi-Input combinational cell: 236 / 1660
Tap cell: 133 / 166
Timing Repair Buffer: 27 / 270
Fill cell: 1034 / 7130
Sequential cell: 22 / 420
Inverter: 19 / 71.3
Power and IR drop assume default switching activity.
