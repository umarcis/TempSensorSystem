`./config.mk`:
```
export PLATFORM = sky130hd
export DESIGN_NAME = RGB
export DESIGN_NICKNAME = RGB
export VERILOG_FILES = /design/flow/design.v
export SDC_FILE = /design/flow/constraint.sdc
export NUM_CORES = 4
export LEC_CHECK = 1
export CORE_AREA = 10 10 70 70
export DIE_AREA = 0 0 80 80
```
`./constraint.sdc`:
```
current_design RGB

set clk_period 1.4
set clk_io_pct 0.2

create_clock -name clk0 -period $clk_period [get_ports {clk_100MHz}]

set non_clock_inputs [all_inputs -no_clocks]
set_input_delay [expr $clk_period * $clk_io_pct] -clock clk0 $non_clock_inputs
set_output_delay [expr $clk_period * $clk_io_pct] -clock clk0 [all_outputs]
```
`./design.v`:
```
`timescale 1ns / 1ps
module RGB(
    input clk_100MHz,
    input enable,
    input [15:0]manualSwitch,
    input [15:0] temp_data,
    output reg R,
    output reg G,
    output reg B);
    reg [7:0]counter=0;
    reg [15:0] temp_register;
    always@(posedge clk_100MHz)
    begin
        if (counter < 100)
            counter <=  counter + 1;
        else 
            counter <= 0;
    end
    always@(posedge clk_100MHz)
    begin
    if(enable)
    begin
            temp_register[15:0] = temp_data[15:0];
            if(temp_register[15] == 0)
            begin
                if(temp_register[15:7] > 30)     
                begin
                    R = (counter <100)? 1:0;
                    G = (counter <100)? 1:0;
                    B = (counter <100)? 1:0;
                end
                else if(temp_register[15:7] < 30 && temp_register[15:7] > 0)     
                begin
                    R = (counter <50)? 1:0;
                    G = (counter <50)? 1:0;
                    B = (counter <50)? 1:0;
                end
            else if(temp_register[15] == 1)
            begin
               if((temp_register[15:7] - 512) < 0)  
               begin
                    R = (counter <25)? 1:0;
                    G = (counter <25)? 1:0;
                    B = (counter <25)? 1:0;
               end
            end
            end
    else if(enable == 0)
    begin
            temp_register[15:0] = manualSwitch[15:0];
            if(temp_register[15] == 0)
            begin
                if(temp_register[15:7] > 30)     
                begin
                    R = (counter <100)? 1:0;
                    G = (counter <100)? 1:0;
                    B = (counter <100)? 1:0;
                end
                else if(temp_register[15:7] < 30 && temp_register[15:7] > 0)     
                begin
                    R = (counter <50)? 1:0;
                    G = (counter <50)? 1:0;
                    B = (counter <50)? 1:0;
                end
            else if(temp_register[15] == 1)
            begin
               if((temp_register[15:7] - 512) < 0)  
               begin
                    R = (counter <25)? 1:0;
                    G = (counter <25)? 1:0;
                    B = (counter <25)? 1:0;
               end
            end
            end
        end
        end
    end
endmodule
```
`./run.sh`:
```
#!/bin/bash
# OpenROAD 26Q1-2900-gdf79404cd8, Yosys 0.63+post, stock flow scripts
make -C /OpenROAD-flow-scripts/flow DESIGN_CONFIG=/design/flow/config.mk WORK_HOME=/design/flow/orfs finish
```
==> flow_summary_export.csv <==
group,metric,value,unit
clock_network,clk_latency,260,ps
final_timing,maxSlewViolCount,0,
drt,drt_iter0_markers,8,
floorplan,io_pins,37,
finish,drive_gt1_share,18.0,%
worst_setup_path,cp-start-kind,"input pin",
synth,synth_area,415,µm²
power,peakVddDrop,0.482,mV
final_timing,skew,5.97,ps
drt,routed_wl,868,µm
synth,yosys-stat-area,415,µm²
floorplan,initCoreUtil,12.2,%
clock_network,root_buffer,"clkbuf_4",
place,port_buffers,13,
floorplan,core_area,3420,µm²
clock_network,clk_pin_slew,60,ps
drt,vias,364,
clock_network,numCtsBuffers,3,
worst_setup_path,crit_path_start,"temp_data[13]",
worst_setup_path,cp.required,1430,ps
place,place_hpwl,683,µm
synth,ff_type,"dfxtp_1",
drt,drc,0,
synth,async_flop_share,0,%
final_timing,final.min_clock_period,1390,ps
worst_setup_path,rrSetupSlack,290,ps
final_timing,fin_ws,10.7,ps
clock_network,cts_htree_levels,1,
worst_setup_path,rr_worst_depth,4,
final_timing,whs,462,ps
final_timing,rsz0062_at_grt,"yes",
run,tool_warnings,49,
place,placed_cells,103,
worst_setup_path,rr_endpoint,"counter[6]",
finish,instances_no_fill,107,
worst_setup_path,timing.critical_path.to,"G",
floorplan,die_w,80,µm
synth,yosys_warnings,1,
final_timing,finalSetupViolCount,0,
power,p_per_area,831,nW/µm²
synth,syn_area_per_cell,9.23,µm²
global_routing,grtUsageTotal,2.77,%
finish,nFillCells,367,
synth,post-synth-top-area-fraction,38.6,%
finish,layout_top_cell,"dfxtp_1",
synth,topCellsByArea,"dfxtp_1, edfxtp_1, nor2_1",
worst_setup_path,crit_arrival,1420,ps
synth,ys_types,26,
run_status,status,"finished clean",
synth,synth-seq-cells,9,
synth,synth_seq_share,45.8,%
synth,synth-edff-count,1,
floorplan,dieArea,6400,µm²
clock_network,post_cts_buffers,0,
finish,syn2layout_area_growth,56.0,%
final_timing,timing_hold_violations_final,0,
place,dpl_worst_slack,-300,ps
finish,final_util,19.0,%
worst_setup_path,path_class,"input pin to register",
drt,first_pass_iters,2,
floorplan,fp.dieH,80,µm
global_routing,antenna_found_initial,0,
drt,via_per_inst,3.40,
final_timing,fmax,720,MHz
global_routing,grt_pass1_vias,331,
final_timing,min_period_over_period,99.2,%
clock_network,cts.sinks,9,
synth,synth_area_leader_cell,"dfxtp_1",
worst_setup_path,critPathCaptureType,"register",
worst_setup_path,cp_max_fo,2,
clock_network,cts_tree,"yes",
global_routing,grt_start_max_net_pins,8,
drt,post_drt_wl_per_cell,8.11,µm
global_routing,grt_pass1_wl,1.42,mm
drt,antenna_cells,0,
clock_network,clock_path_buffers,2,
power,leakage,0.275,nW
drt,drtAntennaViolNets,0,
run,drv_cap,0,
global_routing,grt-ovfl-total,0,
place,finalWeightedCongestion,0.793,
synth,netlist_instances,45,
final_timing,tns,0,ps
finish,final_cell_mix,"dfxtp_1, nor2_1, clkdlybuf4s50_1",
synth,yosys-stat-cells,45,
worst_setup_path,r2r_start,"counter[4]",
floorplan,placementRows,21,
hold_path,hold_path.class,"register to register",
==> kinds of logic after synthesis <==
family,Yosys count,share of synthesized area [%]
simple gates,18,23.5
flops,9,45.8
compound gates,7,11.4
buf+inv,5,6.62
xor+xnor,3,6.33
fa+ha+maj,1,3.01
other cells,1,0.903
mux,1,2.41
==> worst max-delay path: stages <==
cell and delay [ps]:
clkdlybuf4s50_1 420, or4_4 520, a21oi_2 140, nor3b_2 60
==> power by group <==
part	switching, mW	internal (mW)
Sequential	0.00842	0.271
Clock	0.0855	0.110
Combinational	0.0216	0.0425
Total	0.115	0.423
==> what timing repair did <==
item | 4_1_cts | 5_1_grt
gates cloned | 0 | 0
setup endpoints to repair | 1 | 4
hold buffers | 0 | 0
endpoints found under the hold margin | 0 | 0
pin swaps | 2 | 2
gates resized | 5 | 5
==> per-stage QoR <==
step | instance area, µm² | total power [mW]
after CTS | 634 | 0.550
after detailed placement | 598 | 0.350
after global routing | 648 | 0.571
after global placement | 598 | 0.349
final | 648 | 0.539
after floorplan | 415 | 0.308
==> how the worst min path moves through the flow <==
| stage | from | end | slack, ps | depth (start not counted) |
|---|---|---|---|---|
| finish | counter[0] | counter[0] | 460 | 1 |
| global route | counter[0] | counter[0] | 500 | 1 |
| CTS | counter[0] | counter[0] | 470 | 1 |
==> layout make-up <==
class | instances | area (µm²) | area share [%]
clock buffer | 4 | 26.3 | 4.05
multi-input combinational | 31 | 214 | 33.0
sequential | 9 | 190 | 29.3
timing repair buffer | 15 | 153 | 23.6
inverter | 2 | 7.51 | 1.16
tap | 46 | 57.6 | 8.88
==> registers in the layout, indices dropped and copies added, names as in the netlist <==
name,cells
G,1
counter,8
==> Yosys cell counts, drive strengths merged, types with 2 or more instances <==
library cell,number
inv,2
buf,3
nand2,2
xnor2,2
o311ai,2
nor2,7
o21ai,2
a21oi,2
dfxtp,8
or4,2
==> layer usage <==
layer	vias to the layer above	global-route usage [%]	wire length [µm]
li1	190	-	-
met1	157	3.72	452
met2	17	3.21	269
met3	0	2.73	146
met4	0	0	0
met5	-	0	0
Power is estimated from default activity; no workload was simulated.
